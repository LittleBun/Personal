==> flow/design.v <==
module Control(
		reg2loc,
		branch,
		memread,
		memtoreg,
		alu_select,
		memwrite,
		alusrc,
		regwrite,
		opcode
		);
output reg2loc;
output branch;
output memread;
output memtoreg;
output [2:0] alu_select;  
output memwrite;
output alusrc;
output regwrite;
input  [2:0] opcode;
reg reg2loc;
reg branch;
reg memread;
reg memtoreg;
reg [2:0] alu_select;
reg memwrite;
reg alusrc;
reg regwrite;
always @(opcode)
	case(opcode)
	0:			 
		begin
		reg2loc = 1;     
		branch = 0;     
		memread = 0;    
		memtoreg = 0;   
		alu_select = 0;  
		memwrite = 0;   
		alusrc = 0;     
		regwrite = 1;   
		end
    1:  begin		 
        reg2loc = 1;     
		branch = 0;     
		memread = 0;    
		memtoreg = 0;   
		alu_select = 1;  
		memwrite = 0;   
		alusrc = 0;     
		regwrite = 1;   
        end
    2:  begin		 
        reg2loc = 1;     
		branch = 0;     
		memread = 0;    
		memtoreg = 0;   
		alu_select = 2;  
		memwrite = 0;   
		alusrc = 0;     
		regwrite = 1;   
        end
    3: begin		 
        reg2loc = 0;     
		branch = 0;     
		memread = 1;    
		memtoreg = 1;   
		alu_select = 0;  
		memwrite = 0;   
		alusrc = 1;     
		regwrite = 1;   
        end
    4: begin		 
        reg2loc = 0;     
		branch = 0;     
		memread = 0;    
		memtoreg = 0;   
		alu_select = 0;  
		memwrite = 1;   
		alusrc = 1;     
		regwrite = 0;
        end
    5: begin		 
        reg2loc = 0;     
		branch = 1;     
		memread = 0;    
		memtoreg = 0;   
		alu_select = 1;  
		memwrite = 0;   
		alusrc = 0;     
		regwrite = 0;
        end
    6:	begin  
        reg2loc = 0;     
		branch = 0;     
		memread = 0;    
		memtoreg = 0;   
		alu_select = 0;  
		memwrite = 0;   
		alusrc = 1;     
		regwrite = 1;
        end
    7:  begin   
        reg2loc = 1;
        branch = 0;
        memread= 0;
        memtoreg = 0;
        alu_select = 4;
        memwrite = 0;
        alusrc = 1;
        regwrite = 1;
        end
    default:
			begin
        reg2loc = 0;     
		branch = 0;     
		memread = 0;    
		memtoreg = 0;   
		alu_select = 0;  
		memwrite = 0;   
		alusrc = 0;     
		regwrite = 0;
			end
	endcase
endmodule
module PCLogic(
		pc_next,	 
		pc,		 
		signext,	 
		branch,	 
		alu_zero,	 
		reset 
		);
output [15:0] pc_next;
input [15:0] pc;
input [15:0] signext;   
input branch;
input alu_zero;
input reset;
reg [15:0] pc_next;
always @(pc or reset or branch or alu_zero or signext)
	begin
	if (reset==1) pc_next = 0;
	else if((branch & alu_zero)==1)
        pc_next = (pc + {(signext << 1)});
    else 
        pc_next = pc+2;  
	end
endmodule
module DMemory_IO(
		rdata,		 
		io_display,	 
		clock,		 
		addr,		 
		wdata,		 
		write,		 
		read,		 
		io_sw0,		 
		io_sw1		 
		);
output [15:0] rdata;
output [6:0] io_display;
input clock;
input [15:0] addr;
input [15:0] wdata;
input write;
input read;
input io_sw0;
input io_sw1;
reg [15:0] memcell[0:127];  
reg [15:0] rdata;
wire [15:0] mem_rdata;	 
wire [15:0] io_rdata;    
reg [6:0] io_display;  
assign mem_rdata = memcell[addr[7:1]];  
assign io_rdata = {14'd0,io_sw1,io_sw0};
always @(addr or mem_rdata or io_rdata or read)
	begin
	if (read == 0) rdata = 0;
	else  
		begin
		if (addr >= 0 && addr < 256) 	rdata = mem_rdata; 
		else if (addr == 16'hfff0) 		rdata = io_rdata;
		else rdata = 0;  
		end
	end
always @(posedge clock)
	if (write == 1 && addr == 16'hfffa) 
         io_display <= wdata[6:0];
always @(posedge clock)
	if (write == 1 && addr[15:8] == 0) memcell[addr[7:1]] <= wdata;
endmodule
module RegFile(
	rdata1,			 
	rdata2,			 
	clock,		
	wdata,			 
	waddr,			 
	raddr1,			 
	raddr2,			 
	write			 
	);			
output [15:0] rdata1, rdata2; 	
input clock;
input [15:0] wdata; 			
input [2:0] raddr1, raddr2; 	
input [2:0] waddr; 			
input write;					
reg [15:0] rdata1, rdata2;
reg [15:0] regcell[0:7];		 
always @(posedge clock) if (write==1) regcell[waddr]<=wdata;
always @(raddr1 or regcell[raddr1]) 
	if (raddr1 == 0) 	rdata1 = 0;
	else 				rdata1 = regcell[raddr1];
always @(raddr2 or regcell[raddr2]) 
	if (raddr2 == 0) 	rdata2 = 0;
	else 				rdata2 = regcell[raddr2];
endmodule
module ALU(
	result,			 
	zero_result,	 
	indata0,		 
	indata1,		 
	select			 
	);		
output [15:0] result;
output zero_result;
input [15:0] indata0, indata1;
input [2:0] select;
reg [15:0] result;
reg zero_result;
always @(indata0 or indata1 or select)
	case(select)
	0: result = indata0 + indata1;
	1: result = indata0 - indata1;
    2: result = indata1;
	3: result = indata0 | indata1;
	4: result = indata0 & indata1;
	default: result = 0;
	endcase
always @(result)  
	if (result == 0) 	zero_result = 1;
	else 			  	zero_result = 0;
endmodule
module MUX2(
	result,		 
	indata0,	 
	indata1,	 
	select		 
	);	
output [15:0] result;
input [15:0] indata0, indata1;
input select;
reg [15:0] result;
always @(indata0 or indata1 or select)
	case(select)
	0: result = indata0;
	1: result = indata1;
	endcase
endmodule
module MUX4(
	result,		 
	indata0,	 
	indata1,	 
	indata2,	 
	indata3,	 
	select		 
	);	
output [15:0] result;
input [15:0] indata0, indata1, indata2, indata3;
input [1:0] select;
reg [15:0] result;
always @(indata0 or indata1 or indata2 or indata3 or select)
	case(select)
	0: result = indata0;
	1: result = indata1;
	2: result = indata2;
	3: result = indata3;
	endcase
endmodule
module SignExt(
	result,		 
	value		 
	);		
output [15:0] result;
input [6:0] value;
assign result = {{9{value[6]}},value };  
endmodule
module MIPSL(
      iaddr,             
      daddr,             
      dwrite,            
      dread,             
      dwdata,            
      alu_out,     
      clock,
      idata,             
      ddata,             
      reset
            );
wire reg2loc;
wire branch;
wire memread;
wire memtoreg;
wire [2:0] alu_select;
wire memwrite;
wire alusrc;
wire regwrite;
wire [15:0] signext;
wire alu_zero;
wire [15:0] rdata1;
wire [15:0] rdata2;
wire [15:0] rdata3;      
wire [15:0] wdata;
wire [15:0] raddr;
reg [15:0] PC;
wire [15:0] PCNext;
output [15:0] iaddr;
output [15:0] daddr;
output dwrite;
output dread;
output [15:0] dwdata;
output [15:0] alu_out;
input clock;
input [15:0] idata;  
input [15:0] ddata;
input reset;
wire [2:0] opcode;
wire [2:0] Xm;
wire [2:0] Xn;
wire [2:0] Xd;
wire [6:0] immediate;
assign opcode = idata[15:13];
assign Xm = idata[12:10];
assign Xn= idata[5:3];
assign Xd = idata[2:0];
assign signext = {{9{idata[12]}},idata[12:6]};
assign dwdata = rdata2;
assign dwrite = memwrite;
assign dread = memread;
always @(posedge clock)
      begin
      if (reset == 1)
            begin
            PC <= 0;
            end
      else
            begin
            PC <= PCNext;
            end
      end
assign iaddr = PC;
PCLogic pclogic1(
            PCNext,      
            PC,          
            signext,     
            branch,      
            alu_zero,    
            reset        
            );
Control control1(
            reg2loc,
            branch,
            memread,
            memtoreg,
            alu_select,
            memwrite,
            alusrc,
            regwrite,
            opcode
            );
RegFile regfile1(
      rdata1,                  
      rdata2,                  
      clock,
      wdata,                   
      Xd,              
      Xn,                
      raddr[2:0],                
      regwrite                 
      );         
MUX2 mux_reg(
      raddr,             
      {13'b0,Xm},  
      {13'b0,Xd},  
      reg2loc             
      );   
MUX2 mux_alu(
      rdata3,            
      rdata2,      
      signext,     
      alusrc             
      );   
ALU alu1(
      daddr,                   
      alu_zero,    
      rdata1,            
      rdata3,            
      alu_select               
      );         
MUX2 mux_mem(
      wdata,             
      daddr,       
      ddata,       
      memtoreg           
      );   
endmodule
==> flow/config.mk <==
export PLATFORM = sky130hd
export DESIGN_NAME = MIPSL
export DESIGN_NICKNAME = MIPSL
export VERILOG_FILES = /design/flow/design.v
export SDC_FILE = /design/flow/constraint.sdc
export NUM_CORES = 4
export LEC_CHECK = 1
export CORE_UTILIZATION = 50
==> flow/constraint.sdc <==
current_design MIPSL

set clk_period 27.2
set clk_io_pct 0.2

create_clock -name clk0 -period $clk_period [get_ports {clock}]

set non_clock_inputs [all_inputs -no_clocks]
set_input_delay [expr $clk_period * $clk_io_pct] -clock clk0 $non_clock_inputs
set_output_delay [expr $clk_period * $clk_io_pct] -clock clk0 [all_outputs]
==> flow/run.sh <==
#!/bin/bash
# OpenROAD 26Q1-2900-gdf79404cd8, Yosys 0.63+post, stock flow scripts
make -C /OpenROAD-flow-scripts/flow DESIGN_CONFIG=/design/flow/config.mk WORK_HOME=/design/flow/orfs finish
==> metrics.cfg <==
[status]
status=complete, no violations

[global_route]
grt_usage=0.350
grt_overflow=0
grt_max_degree=42
grt_pass1_wl_um=43800
grt_antenna_before_repair=0
grt_pass1_vias=7578

[sta]
setup_ws_ns=8.71
fin_hold_ws_ns=0.645
grt_setup_unrepaired=no
slew_violations=0
final_min_period_over_clock_period=0.680
max_slew.worst_pin.slew_ns=1.08
tns_ns=0
max_freq_ghz=0.0541
setup_viol=0
relSlewSlack=0.267
skew_ns=0.0139
hold_viol=0
period_minus_slack_ns=18.49

[synthesis]
async_flop_share=0
synth.area.top_cells=edfxtp_1 (39%), ha_1 (4.5%), a21oi_1 (4.1%)
synthDistinctLibCells=79
ys_cells=890
ys_ff=131
synth-edff-count=116
synth.most_common_cell=edfxtp_1
ys_seq_frac=0.427
netlist_area_sq_mm=0.00885
yosysTopAreaCellShare=0.393
ys_top_cells_by_count=edfxtp_1 (116), nor2_1 (74), a21oi_1 (73), nand2_1 (69), o21ai_0 (51)
yosysWarningCount=22
ys_area_sq_mm=0.00885
netlist_instances=890
synth-main-ff-cell=edfxtp_1
largest_area_cell=edfxtp_1
synth_area_per_cell_sq_um=9.95

[clocking]
clock_path_buffers=2
insertion_delay_ns=0.42
cts_sinks=131
cts_tree=yes
cts_resized=0
post-cts-setup-buffers=0
htreeDepth=4
path_clk_slew_ns=0.07
cts-root-buf=clkbuf_16
cts_hold_buf=0
numCtsBuffers=17

[critical_path]
crit_end=daddr[15]
reg2reg_to=PC[15]
setup.worst_path.end_class=output pin
start_kind=input port
r2r_start=regfile1.regcell[6][4]
r2r_cells=33
regToRegSetupSlack_ns=18.19
crit_fanout=33
crit_start=idata[15]
cp.arrival_ns=13.05
path_class=input port to output pin
required_ns=21.76

[route]
wl_um=29200
drc=0
ant_nets=0
drt-initial-drc-count=599
via_per_inst=6.49
routedWlPerCell_um=24.3
antennaDiodeCount=0
drt_first_pass_iters=5
via_count=7811

[floorplanning]
fp_util=0.512
chip_area_sq_mm=0.0182
die_h_um=135
io_pins=100
fp.dieW_um=135
core_area_sq_mm=0.0173
row_count=48

[pwr]
irDropWorstVdd_uv=51.5
power_uw=747
leakage_uw=0.00400
power_density_mw_per_mm2=71.4

[run]
cap_violations=0
tool_warnings=28

[cells_and_area]
drive_gt1_frac=0.119
post-route-util=0.605
area_growth_pct=18.1

[hold_path]
hold_class=flop to flop
hold_path_depth=2

[placement]
dp_slack_ns=8.93
gp_congestion=0.986
hpwl_um=21300
port_buffers=82

## cell type report
cell class                 instances  area, sq um
fill                            1396         6840
multi-input combinational        667         4660
sequential                       131         3780
timing repair buffer             107         1000
clock buffer                      17          425
tap                              225          282
inverter                          42          158
clock inverter                    14          146
## metal layers
| metal | wire (um) | global-route usage | part of all wire |
|---|---|---|---|
| met4 | 650 | 0.0630 | 0.022 |
| met3 | 3540 | 0.167 | 0.12 |
| met5 | 0 | 0 | 0 |
| met2 | 13300 | 0.519 | 0.46 |
| met1 | 11700 | 0.500 | 0.40 |
## worst max-delay path, cell delays in order
cell	delay, ns
clkdlybuf4s50_1	0.49
buf_4	0.25
nand3b_4	0.40
inv_2	0.20
o21ai_2	0.66
nand2_1	0.27
buf_4	0.31
a21oi_1	0.21
o22a_1	0.27
nand2_1	0.13
o21bai_1	0.32
ha_1	0.25
inv_1	0.05
nor4_1	0.55
nand2_1	0.17
nand2_1	0.12
xor2_1	0.16
ha_1	0.30
nor2b_1	0.15
a311o_1	0.36
a221o_1	0.34
a21o_1	0.20
a31oi_1	0.22
xnor2_1	0.19
a211o_1	0.13
and3_1	0.37
clkdlybuf4s50_1	0.54
## power by group
part / switching (uW) / leakage [uW] / total (uW) / internal [uW]
sequential: 6.20 / 0.00118 / 261 / 254
combinational: 157 / 0.00255 / 263 / 105
clock: 95.4 / 0.000269 / 224 / 128
## kinds of logic (layout without fill, tap and decap cells)
kind of cell             count (synthesis)  after routing  synth area share
XOR/XNOR                                33             33            0.0326
adder cells (fa/ha/maj)                 34             34            0.0497
AND/OR/NAND/NOR                        266            266             0.146
buffers and inverters                  108            180            0.0568
AND-OR/OR-AND                          271            271             0.211
flip-flops                             131            131             0.427
other                                    1             17          0.000424
multiplexers                            46             46            0.0766
## per-stage QoR
step,cell area [sq um],cells
2_1_floorplan,8910,906
3_3_place_gp,9890,1172
3_5_place_dp,9890,1172
4_1_cts,10500,1203
5_1_grt,10500,1203
6_report,10500,1203
## cell usage in the layout, fill, tap and decap left out, drive strengths merged, types with 16 or more instances in the layout
cell,n
and3,17
nor3,19
xor2,18
edfxtp,116
a21o,17
nor2,74
buf,26
a21oi,73
nand3,39
mux2i,16
conb,17
ha,32
inv,49
clkbuf,17
nand2,69
mux4,16
clkdlybuf4s50,81
o21ai,61
## sequential cells by signal (all words and copies together), names as in the netlist
register          flops
PC                   15
regfile1.regcell    116
## worst min path at each step
| stage | start | endpoint | slack (ns) |
|---|---|---|---|
| 6_report | PC[1] | PC[1] | 0.65 |
| 5_1_grt | PC[1] | PC[1] | 0.66 |
| 4_1_cts | PC[1] | PC[1] | 0.64 |
Power figures rest on the tool's default switching activity, not on a simulated workload.
