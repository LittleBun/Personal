**flow/config.mk**
```make
export PLATFORM = sky130hd
export DESIGN_NAME = DMemory_IO
export DESIGN_NICKNAME = DMemory_IO
export VERILOG_FILES = /design/flow/design.v
export SDC_FILE = /design/flow/constraint.sdc
export NUM_CORES = 4
export LEC_CHECK = 1
export CORE_UTILIZATION = 30
```
**flow/constraint.sdc**
```tcl
current_design DMemory_IO

set clk_period 33.1
set clk_io_pct 0.2

create_clock -name clk0 -period $clk_period [get_ports {clock}]

set non_clock_inputs [all_inputs -no_clocks]
set_input_delay [expr $clk_period * $clk_io_pct] -clock clk0 $non_clock_inputs
set_output_delay [expr $clk_period * $clk_io_pct] -clock clk0 [all_outputs]
```
**flow/design.v**
```verilog
module DMemory_IO(
		rdata,		 
		io_display,	 
		clock,		 
		addr,		 
		wdata,		 
		write,		 
		read,		 
		io_sw0,		 
		io_sw1		 
		);
output [15:0] rdata;
output [6:0] io_display;
input clock;
input [15:0] addr;
input [15:0] wdata;
input write;
input read;
input io_sw0;
input io_sw1;
reg [15:0] memcell[0:127];  
reg [15:0] rdata;
wire [15:0] mem_rdata;	 
wire [15:0] io_rdata;    
reg [6:0] io_display;  
assign mem_rdata = memcell[addr[7:1]];  
assign io_rdata = {14'd0,io_sw1,io_sw0};
always @(addr or mem_rdata or io_rdata or read)
	begin
	if (read == 0) rdata = 0;
	else  
		begin
		if (addr >= 0 && addr < 256) 	rdata = mem_rdata; 
		else if (addr == 16'hfff0) 		rdata = io_rdata;
		else rdata = 0;  
		end
	end
always @(posedge clock)
	if (write == 1 && addr == 16'hfffa) 
         io_display <= wdata[6:0];
always @(posedge clock)
	if (write == 1 && addr[15:8] == 0) memcell[addr[7:1]] <= wdata;
endmodule
module RegFile(
	rdata1,			 
	rdata2,			 
	clock,		
	wdata,			 
	waddr,			 
	raddr1,			 
	raddr2,			 
	write			 
	);			
output [15:0] rdata1, rdata2; 	
input clock;
input [15:0] wdata; 			
input [2:0] raddr1, raddr2; 	
input [2:0] waddr; 			
input write;					
reg [15:0] rdata1, rdata2;
reg [15:0] regcell[0:7];		 
always @(posedge clock) if (write==1) regcell[waddr]<=wdata;
always @(raddr1 or regcell[raddr1]) 
	if (raddr1 == 0) 	rdata1 = 0;
	else 				rdata1 = regcell[raddr1];
always @(raddr2 or regcell[raddr2]) 
	if (raddr2 == 0) 	rdata2 = 0;
	else 				rdata2 = regcell[raddr2];
endmodule
module ALU(
	result,			 
	zero_result,	 
	indata0,		 
	indata1,		 
	select			 
	);		
output [15:0] result;
output zero_result;
input [15:0] indata0, indata1;
input [2:0] select;
reg [15:0] result;
reg zero_result;
always @(indata0 or indata1 or select)
	case(select)
	0: result = indata0 + indata1;
	1: result = indata0 - indata1;
    2: result = indata1;
	3: result = indata0 | indata1;
	4: result = indata0 & indata1;
	default: result = 0;
	endcase
always @(result)  
	if (result == 0) 	zero_result = 1;
	else 			  	zero_result = 0;
endmodule
module MUX2(
	result,		 
	indata0,	 
	indata1,	 
	select		 
	);	
output [15:0] result;
input [15:0] indata0, indata1;
input select;
reg [15:0] result;
always @(indata0 or indata1 or select)
	case(select)
	0: result = indata0;
	1: result = indata1;
	endcase
endmodule
module MUX4(
	result,		 
	indata0,	 
	indata1,	 
	indata2,	 
	indata3,	 
	select		 
	);	
output [15:0] result;
input [15:0] indata0, indata1, indata2, indata3;
input [1:0] select;
reg [15:0] result;
always @(indata0 or indata1 or indata2 or indata3 or select)
	case(select)
	0: result = indata0;
	1: result = indata1;
	2: result = indata2;
	3: result = indata3;
	endcase
endmodule
module SignExt(
	result,		 
	value		 
	);		
output [15:0] result;
input [6:0] value;
assign result = {{9{value[6]}},value };  
endmodule
```
**flow/run.sh**
```bash
#!/bin/bash
# OpenROAD 26Q1-2900-gdf79404cd8, Yosys 0.63+post, stock flow scripts
make -C /OpenROAD-flow-scripts/flow DESIGN_CONFIG=/design/flow/config.mk WORK_HOME=/design/flow/orfs finish
```
==> results.sh <==
# source this file to load flow results
export IMPL_top_logic_kind="multiplexers"
export IMPL_tns_ns=0
export IMPL_syn_cell_area_sq_um=79840
export IMPL_drive_gt1_share_pct=20.34
export IMPL_drc=0
export IMPL_crit_fanout=39
export IMPL_grt_max_degree=72
export IMPL_cts_max_path_buffers=3
export IMPL_avgSynthCellArea_sq_um=18.96
export IMPL_fa_ha_area_share_pct=0
export IMPL_synth_cell_types=72
export IMPL_dieArea_sq_um=268200
export IMPL_grt_usage_pct=19.85
export IMPL_htree_levels=4
export IMPL_setup_violations=0
export IMPL_crit_family="buffers and inverters"
export IMPL_dp_cells=7812
export IMPL_layout_cells_non_filler=8189
export IMPL_critPathBufInv=6
export IMPL_drtIter0Drc=3319
export IMPL_max_freq_mhz=52.56
export IMPL_run_status="finished clean"
export IMPL_compound_area_share_pct=7.981
export IMPL_grt_pass1_wl_um=351800
export IMPL_mux_area_share_pct=10.40
export IMPL_wl_um=250400
export IMPL_die_y_um=517.9
export IMPL_cts_made_buffers=203
export IMPL_ys_cells=4211
export IMPL_wl_per_cell_um=30.57
export IMPL_chipWidth_um=517.9
export IMPL_maxSlewHeadroom_pct=23.28
export IMPL_warnings=26
export IMPL_async_reset_ff_share_pct=0
export IMPL_ys_flop_type="edfxtp_1"
export IMPL_rsz0062_at_grt="false"
export IMPL_cpPeakStageDelay_ns=0.87
export IMPL_powerDensity_nw_per_um2=58.24
export IMPL_finalHoldViolations=0
export IMPL_cp_start_kind="primary input"
export IMPL_synth_edff_count=2055
export IMPL_layout_top_cells="edfxtp_1 (2,055), buf_4 (312), mux2i_1 (257)"
export IMPL_place_hpwl_um=152300
export IMPL_area_growth_pct=15.09
export IMPL_fp_util_pct=30.15
export IMPL_ir_worst_vdd_mv=0.04600
export IMPL_ys_ff=2055
export IMPL_post_cts_buffers=0
export IMPL_cts_resized_gates=0
export IMPL_ys_chip_area_sq_um=79840
export IMPL_first_pass_iters=5
export IMPL_grt_pass1_vias=46260
export IMPL_ioPinCount=60
export IMPL_cp_depth=13
export IMPL_ys_warnings_count=1
export IMPL_arrival_ns=12.41
export IMPL_cpMostUsedCell="buf_4"
export IMPL_ys_seq_share_pct=77.29
export IMPL_ys_sh_xor_pct=0
export IMPL_cts_hold_buffers=0
export IMPL_grt_ovfl_total=0
export IMPL_max_cap_violations=0
export IMPL_viasPerCell=5.353
export IMPL_final_antenna_net_count=0
export IMPL_cts_root_buf="clkbuf_16"
export IMPL_min_period_ns=19.03
export IMPL_worstPathCellList="buf_8 -> buf_4 -> buf_4 -> buf_4 -> nor2b_4 -> buf_4 -> a221oi_1 -> nor2_1 -> a2111oi_0 -> nor3_1 -> nor4_1 -> a31oi_1 -> clkdlybuf4s50_1"
export IMPL_vias=43840
export IMPL_core_sq_um=264900
export IMPL_setup_worst_path_start="addr[1]"
export IMPL_worstHoldPathType="in2reg"
export IMPL_cts_tree="done"
export IMPL_lay_top_count="edfxtp_1"
export IMPL_fin_crit_sh_pct=57.48
export IMPL_critPathCapture="rdata[5]"
export IMPL_path_clk_slew_ns=0.06
export IMPL_placed_area_sq_um=85540
export IMPL_worst_pin_slew_ns=1.119
export IMPL_cpMaxStageDelayCell="nor4_1"
export IMPL_portBuffers=59
export IMPL_leakagePower_nw=28.82
export IMPL_worstPathRequired_ns=26.48
export IMPL_antenna_found_initial=8
export IMPL_final_area_sq_um=91890
export IMPL_gp_congestion=1.013
export IMPL_cp_end_kind="output pin"
export IMPL_rows=189
export IMPL_synthCells=4211
export IMPL_ys_sh_simple_pct=2.202
export IMPL_worst_setup_path_type="in2out"
export IMPL_slew_violations=0
export IMPL_cts_sinks=2055
## layout make-up
class                           count  area (sq um)
Multi-Input combinational cell   1861         16540
Antenna cell                        4         10.01
Tap cell                         3533          4420
Clock inverter                    122          1060
Sequential cell                  2055         61710
Fill cell                       24480        173000
Inverter                            5         28.78
Clock buffer                      251          5281
Timing Repair Buffer              358          2838
## registers in the layout (all words and copies together) (netlist names)
signal	cells
memcell	2048
io_display	7
## stage by stage
| stage | utilization, % | hold WS [ns] | power (mW) | setup WS [ns] |
|---|---|---|---|---|
| after floorplan | - | 6.719 | 3.061 | 18.13 |
| after global placement | 32.29 | 7.002 | 3.213 | 14.25 |
| after detailed placement | 32.30 | 7.022 | 3.216 | 14.23 |
| after CTS | 34.69 | 6.096 | 5.377 | 14.22 |
| after global routing | 34.69 | 6.136 | 5.493 | 14.13 |
| final | 34.70 | 6.148 | 5.352 | 14.07 |
## routing by layer
layer | vias up | track usage (%) | part of all wire, %
li1 | 18070 | - | -
met3 | 631 | 15.87 | 18
met5 | - | 0.9068 | 0.12
met2 | 3176 | 28.84 | 45
met1 | 21950 | 20.56 | 31
met4 | 14 | 9.407 | 6.2
## cells by family after synthesis
logic type             Yosys count
DFF                           2055
AOI/OAI and AO/OA              858
muxes                          577
and+or+nand+nor                426
buffers and inverters          295
## synth_stat cells, types with 5 or more instances
| cell type | number | share of area, % |
|---|---|---|
| clkbuf_1 | 83 | 0.39 |
| mux4_2 | 177 | 5.0 |
| a22oi_1 | 103 | 0.97 |
| nor2_1 | 238 | 1.1 |
| o22a_1 | 10 | 0.11 |
| mux2i_1 | 257 | 3.2 |
| mux4_1 | 8 | 0.26 |
| and2_1 | 8 | 0.063 |
| a211oi_1 | 12 | 0.11 |
| nand3_1 | 7 | 0.044 |
| buf_6 | 42 | 0.59 |
| nor2b_1 | 11 | 0.086 |
| edfxtp_1 | 2055 | 77 |
| a21o_1 | 6 | 0.056 |
| a221o_1 | 34 | 0.43 |
| a41oi_1 | 5 | 0.055 |
| nand2_1 | 125 | 0.59 |
| mux2_2 | 128 | 1.8 |
| nand2b_1 | 8 | 0.063 |
| o211ai_1 | 7 | 0.066 |
| o21ai_0 | 110 | 0.69 |
| a31oi_1 | 11 | 0.086 |
| buf_2 | 104 | 0.65 |
| a22o_1 | 65 | 0.71 |
| a221oi_1 | 189 | 2.1 |
| buf_1 | 24 | 0.11 |
| a21oi_1 | 99 | 0.62 |
| o2bb2ai_1 | 5 | 0.055 |
| a221oi_2 | 6 | 0.11 |
| o221ai_1 | 22 | 0.24 |
| o22ai_1 | 119 | 0.93 |
| nor3_1 | 9 | 0.056 |
| buf_4 | 35 | 0.33 |
| a222oi_1 | 6 | 0.075 |
| a2111oi_0 | 8 | 0.088 |
## worst min path at each step
stage	startpoint	endpoint	cells past startpoint
CTS	wdata[6]	memcell[117][6]$_DFFE_PP_	1
finish	wdata[6]	memcell[117][6]$_DFFE_PP_	1
global route	wdata[6]	memcell[29][6]$_DFFE_PP_	1
## report_power, final
group          total, mW  internal, mW  leakage [nW]  switching (mW)
registers           2.86          2.86          18.5       0.0000157
clock network       2.18          1.20          3.06           0.983
logic              0.305        0.0841          7.29           0.221
Power figures rest on the tool's default switching activity, not on a simulated workload.
