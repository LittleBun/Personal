`flow/run.sh`:
```
#!/bin/bash
# OpenROAD 26Q1-2900-gdf79404cd8, Yosys 0.63+post, stock flow scripts
make -C /OpenROAD-flow-scripts/flow DESIGN_CONFIG=/design/flow/config.mk WORK_HOME=/design/flow/orfs finish
```
`flow/config.mk`:
```
export PLATFORM = sky130hd
export DESIGN_NAME = LEGLiteSingle
export DESIGN_NICKNAME = LEGLiteSingle
export VERILOG_FILES = /design/flow/design.v
export SDC_FILE = /design/flow/constraint.sdc
export NUM_CORES = 4
export LEC_CHECK = 1
export CORE_UTILIZATION = 30
```
`flow/design.v`:
```
module LEGLiteSingle(
      iaddr,             
      daddr,             
      dwrite,            
      dread,             
      dwdata,            
      alu_out,           
      clock,
      idata,             
      ddata,             
      reset,
      a,                 
      b,                 
      c,                 
      d,                 
      e,                 
      f                  
            );
wire reg2loc;
wire branch;
wire memread;
wire memtoreg;
wire [2:0] alu_select;
wire memwrite;
wire alusrc;
wire regwrite;
wire [15:0] signext;
wire alu_zero;
wire [15:0] rdata1;
wire [15:0] rdata2;
wire [15:0] rdata3;      
wire [15:0] wdata;
wire [15:0] raddr;
reg [15:0] PC;
wire [15:0] PCNext;
output [15:0] a;
output [15:0] b;
output [15:0] c;
output [15:0] d;
output [15:0] e;
output [15:0] f;
assign a = signext;
assign b = branch;
assign c = alu_zero;
assign d = PCNext;
assign e = PC;
assign f = raddr;
output [15:0] iaddr;
output [15:0] daddr;
output dwrite;
output dread;
output [15:0] dwdata;
output [15:0] alu_out;
input clock;
input [15:0] idata;  
input [15:0] ddata;
input reset;
wire [2:0] opcode;
wire [2:0] Xm;
wire [2:0] Xn;
wire [2:0] Xd;
wire [6:0] immediate;
assign opcode = idata[15:13];
assign Xm = idata[12:10];
assign Xn= idata[5:3];
assign Xd = idata[2:0];
assign signext = {{9{idata[12]}},idata[12:6]};
assign dwdata = rdata2;
assign dwrite = memwrite;
assign dread = memread;
always @(posedge clock)
      begin
      if (reset == 1)
            begin
            PC <= 0;
            end
      else
            begin
            PC <= PCNext;
            end
      end
assign iaddr = PC;
PCLogic pclogic1(
            PCNext,      
            PC,          
            signext,     
            branch,      
            alu_zero,    
            reset        
            );
Control control1(
            reg2loc,
            branch,
            memread,
            memtoreg,
            alu_select,
            memwrite,
            alusrc,
            regwrite,
            opcode
            );
RegFile regfile1(
      rdata1,                  
      rdata2,                  
      clock,
      wdata,                   
      Xd,              
      Xn,                
      raddr[2:0],                
      regwrite                 
      );         
MUX2 mux_reg(
      raddr,             
      {13'b0,Xm},  
      {13'b0,Xd},  
      reg2loc             
      );   
MUX2 mux_alu(
      rdata3,            
      rdata2,      
      signext,     
      alusrc             
      );   
ALU alu1(
      daddr,                   
      alu_zero,    
      rdata1,            
      rdata3,            
      alu_select               
      );         
MUX2 mux_mem(
      wdata,             
      daddr,       
      ddata,       
      memtoreg           
      );   
endmodule
module Control(
		reg2loc,
		branch,
		memread,
		memtoreg,
		alu_select,
		memwrite,
		alusrc,
		regwrite,
		opcode
		);
output reg2loc;
output branch;
output memread;
output memtoreg;
output [2:0] alu_select;  
output memwrite;
output alusrc;
output regwrite;
input  [2:0] opcode;
reg reg2loc;
reg branch;
reg memread;
reg memtoreg;
reg [2:0] alu_select;
reg memwrite;
reg alusrc;
reg regwrite;
always @(opcode)
	case(opcode)
	0:			 
		begin
		reg2loc = 1;     
		branch = 0;     
		memread = 0;    
		memtoreg = 0;   
		alu_select = 0;  
		memwrite = 0;   
		alusrc = 0;     
		regwrite = 1;   
		end
    1:  begin		 
        reg2loc = 1;     
		branch = 0;     
		memread = 0;    
		memtoreg = 0;   
		alu_select = 1;  
		memwrite = 0;   
		alusrc = 0;     
		regwrite = 1;   
        end
    2:  begin		 
        reg2loc = 1;     
		branch = 0;     
		memread = 0;    
		memtoreg = 0;   
		alu_select = 2;  
		memwrite = 0;   
		alusrc = 0;     
		regwrite = 1;   
        end
    3: begin		 
        reg2loc = 0;     
		branch = 0;     
		memread = 1;    
		memtoreg = 1;   
		alu_select = 0;  
		memwrite = 0;   
		alusrc = 1;     
		regwrite = 1;   
        end
    4: begin		 
        reg2loc = 0;     
		branch = 0;     
		memread = 0;    
		memtoreg = 0;   
		alu_select = 0;  
		memwrite = 1;   
		alusrc = 1;     
		regwrite = 0;
        end
    5: begin		 
        reg2loc = 0;     
		branch = 1;     
		memread = 0;    
		memtoreg = 0;   
		alu_select = 1;  
		memwrite = 0;   
		alusrc = 0;     
		regwrite = 0;
        end
    6:	begin  
        reg2loc = 0;     
		branch = 0;     
		memread = 0;    
		memtoreg = 0;   
		alu_select = 0;  
		memwrite = 0;   
		alusrc = 1;     
		regwrite = 1;
        end
    7:  begin   
        reg2loc = 1;
        branch = 0;
        memread= 0;
        memtoreg = 0;
        alu_select = 4;
        memwrite = 0;
        alusrc = 1;
        regwrite = 1;
        end
    default:
			begin
        reg2loc = 0;     
		branch = 0;     
		memread = 0;    
		memtoreg = 0;   
		alu_select = 0;  
		memwrite = 0;   
		alusrc = 0;     
		regwrite = 0;
			end
	endcase
endmodule
module PCLogic(
		pc_next,	 
		pc,		 
		signext,	 
		branch,	 
		alu_zero,	 
		reset 
		);
output [15:0] pc_next;
input [15:0] pc;
input [15:0] signext;   
input branch;
input alu_zero;
input reset;
reg [15:0] pc_next;
always @(pc or reset or branch or alu_zero or signext)
	begin
	if (reset==1) pc_next = 0;
	else if((branch & alu_zero)==1)
        pc_next = (pc + {(signext << 1)});
    else 
        pc_next = pc+2;  
	end
endmodule
module DMemory_IO(
		rdata,		 
		io_display,	 
		clock,		 
		addr,		 
		wdata,		 
		write,		 
		read,		 
		io_sw0,		 
		io_sw1		 
		);
output [15:0] rdata;
output [6:0] io_display;
input clock;
input [15:0] addr;
input [15:0] wdata;
input write;
input read;
input io_sw0;
input io_sw1;
reg [15:0] memcell[0:127];  
reg [15:0] rdata;
wire [15:0] mem_rdata;	 
wire [15:0] io_rdata;    
reg [6:0] io_display;  
assign mem_rdata = memcell[addr[7:1]];  
assign io_rdata = {14'd0,io_sw1,io_sw0};
always @(addr or mem_rdata or io_rdata or read)
	begin
	if (read == 0) rdata = 0;
	else  
		begin
		if (addr >= 0 && addr < 256) 	rdata = mem_rdata; 
		else if (addr == 16'hfff0) 		rdata = io_rdata;
		else rdata = 0;  
		end
	end
always @(posedge clock)
	if (write == 1 && addr == 16'hfffa) 
         io_display <= wdata[6:0];
always @(posedge clock)
	if (write == 1 && addr[15:8] == 0) memcell[addr[7:1]] <= wdata;
endmodule
module RegFile(
	rdata1,			 
	rdata2,			 
	clock,		
	wdata,			 
	waddr,			 
	raddr1,			 
	raddr2,			 
	write			 
	);			
output [15:0] rdata1, rdata2; 	
input clock;
input [15:0] wdata; 			
input [2:0] raddr1, raddr2; 	
input [2:0] waddr; 			
input write;					
reg [15:0] rdata1, rdata2;
reg [15:0] regcell[0:7];		 
always @(posedge clock) if (write==1) regcell[waddr]<=wdata;
always @(raddr1 or regcell[raddr1]) 
	if (raddr1 == 0) 	rdata1 = 0;
	else 				rdata1 = regcell[raddr1];
always @(raddr2 or regcell[raddr2]) 
	if (raddr2 == 0) 	rdata2 = 0;
	else 				rdata2 = regcell[raddr2];
endmodule
module ALU(
	result,			 
	zero_result,	 
	indata0,		 
	indata1,		 
	select			 
	);		
output [15:0] result;
output zero_result;
input [15:0] indata0, indata1;
input [2:0] select;
reg [15:0] result;
reg zero_result;
always @(indata0 or indata1 or select)
	case(select)
	0: result = indata0 + indata1;
	1: result = indata0 - indata1;
    2: result = indata1;
	3: result = indata0 | indata1;
	4: result = indata0 & indata1;
	default: result = 0;
	endcase
always @(result)  
	if (result == 0) 	zero_result = 1;
	else 			  	zero_result = 0;
endmodule
module MUX2(
	result,		 
	indata0,	 
	indata1,	 
	select		 
	);	
output [15:0] result;
input [15:0] indata0, indata1;
input select;
reg [15:0] result;
always @(indata0 or indata1 or select)
	case(select)
	0: result = indata0;
	1: result = indata1;
	endcase
endmodule
module MUX4(
	result,		 
	indata0,	 
	indata1,	 
	indata2,	 
	indata3,	 
	select		 
	);	
output [15:0] result;
input [15:0] indata0, indata1, indata2, indata3;
input [1:0] select;
reg [15:0] result;
always @(indata0 or indata1 or indata2 or indata3 or select)
	case(select)
	0: result = indata0;
	1: result = indata1;
	2: result = indata2;
	3: result = indata3;
	endcase
endmodule
module SignExt(
	result,		 
	value		 
	);		
output [15:0] result;
input [6:0] value;
assign result = {{9{value[6]}},value };  
endmodule
```
`flow/constraint.sdc`:
```
current_design LEGLiteSingle

set clk_period 22.4
set clk_io_pct 0.2

create_clock -name clk0 -period $clk_period [get_ports {clock}]

set non_clock_inputs [all_inputs -no_clocks]
set_input_delay [expr $clk_period * $clk_io_pct] -clock clk0 $non_clock_inputs
set_output_delay [expr $clk_period * $clk_io_pct] -clock clk0 [all_outputs]
```
==> results.toml <==
# flow metrics
[final_layout]
area.growth.synth_to_final_pct = 21.0
finish.instance_area_um2 = 11200
drive_gt1_share_pct = 12.8
final_common_cell = "clkdlybuf4s50_1"
lay_top_cells = "clkdlybuf4s50_1 (135), edfxtp_1 (112), nor2_1 (77), nand2_1 (67), a21oi_1 (61)"

[sta]
worst_pin_slew_ns = 0.903
setup_tns_ns = 0
max_freq_mhz = 49.8
setup_violations = 0
hold_viol = 0
skew_ns = 0.0186
rsz0062_at_grt = "false"
min_period_ns = 20.09
fin_crit_sh_pct = 89.7
slew_viol_final = 0
relSlewSlack_pct = 39.8

[die]
die_area_um2 = 31500
rows = 63
core_area_um2 = 30000
fp_util_pct = 30.8
io_pins = 196
chipWidth_um = 177
die_y_um = 177

[synthesis]
ff_type = "edfxtp_1"
synth_area_per_cell_um2 = 10.1
syn_area_um2 = 9230
ys_ff = 128
yosys-stat-area_um2 = 9230
ys_cells = 913
synth_top_area_share_pct = 36.5
syn_inst = 913
async_reset_ff_share_pct = 0
yosysWarnings = 22
edf_count = 112
yosysUniqueCellTypes = 82
yosysTopAreaCell = "edfxtp_1"
ys_seq_share_pct = 39.9
topCellsByArea = "edfxtp_1 (36%), buf_4 (7.6%), ha_1 (4.3%)"

[job]
warnings = 28
max_cap_violations = 0

[critical_path]
critPathMostFrequentCell = "a21oi_1"
reg2reg_depth = 34
crit_arrival_ns = 15.61
start_kind = "input port"
crit_slowest_cell = "clkdlybuf4s50_1"
crit_fanout = 28
crit_required_ns = 17.92
path_class = "input port to primary output"
max_stage_delay_ns = 0.75
reg2reg_from = "regfile1.regcell[6][0]"
cp-end-kind = "primary output"
r2r-end = "PC[15]"
r2r_slack_ns = 13.92

[clock_network]
root_buffer = "clkbuf_16"
cts_buffers = 17
cts_hold_buf = 0
cts_buffer_depth = 2
cts_resized = 0
clock-sinks = 128
cts_tree = "built"
cts.htree.levels = 4
clk_latency_ns = 0.43
clkTransAtPathRegs_ns = 0.06
post-cts-setup-buffers = 0

[global_route]
grt_max_degree = 34
grt_pass1_vias = 7094
antenna_found_initial = 0
grt_usage_pct = 18.5
grt_pass1_wl_um = 42100
overflow = 0

[routing]
drtIter0Drc = 613
postRouteAntennaNets = 0
drc = 0
diodes = 0
num_vias = 7376
drt_wl_total_um = 28200
avgViaCountPerCell = 5.19
avgRoutedWirePerCell_um = 19.9
first_pass_iters = 6

[power]
power.total_uw = 869
cellLeakagePower_uw = 0.00434
ir_worst_vdd_mv = 0.0521
power.density_nw_per_um2 = 77.8

[place]
gp_congestion = 0.991
dp_hpwl_um = 21400
port_buffers = 136
dpl_cell_area_um2 = 10600

[outcome]
outcome = "finished, final reports clean"

[min_path]
min_to = "PC[0]"
min-delay-path-class = "flop to flop"
min_path_cells = 1
min-delay-start = "PC[0]"
==> flip-flops by register name, summed over array words and instances (netlist names) <==
signal	cells
regfile1.regcell	112
PC	16
==> final cells by class <==
cell class                      instances  area [um2]
Sequential cell                       128        3680
Multi-Input combinational cell        671        4710
Tap cell                              390         488
Timing Repair Buffer                  161        1540
Fill cell                            2946       18800
Clock inverter                         15         168
Inverter                               38         143
Clock buffer                           17         425
==> worst max-delay path, delay by kind of cell <==
family	cells	cell delay [ns]
buffers and inverters	5	1.98
adder cells (fa/ha/maj)	4	1.16
multiplexers	1	0.16
AND/OR/NAND/NOR	14	3.46
XOR/XNOR	2	0.27
AND-OR/OR-AND	15	4.07
==> through the flow <==
step | util [%] | hold WS (ns) | setup slack, ns | std cells
2_1_floorplan | - | 0.454 | 5.81 | 971
3_3_place_gp | 35.3 | 0.483 | 2.54 | 1388
3_5_place_dp | 35.3 | 0.488 | 2.57 | 1388
4_1_cts | 37.3 | 0.500 | 2.49 | 1420
5_1_grt | 37.3 | 0.523 | 1.58 | 1420
6_report | 37.3 | 0.494 | 2.31 | 1420
==> logic make-up after synthesis <==
kind of cell	Yosys count	share of synthesized area [%]
other	1	0.0406
DFF	128	39.9
adders and majority gates	34	4.77
muxes	65	9.85
AOI/OAI and AO/OA	239	17.9
buffers and inverters	172	11.4
and+or+nand+nor	241	12.9
xor gates and xnor gates	33	3.13
==> layer usage <==
metal / up-vias / global-route usage [%] / wire length, um
li1: 3430 / - / -
met1: 3508 / 24.8 / 11300
met2: 388 / 28.9 / 13200
met3: 50 / 6.96 / 2940
met4: 0 / 4.81 / 789
met5: - / 0 / 0
==> cell usage after synthesis (8+ instances only) <==
library cell	number
o22a_1	9
a21o_1	13
mux2_2	17
mux2i_1	21
dfxtp_1	16
nor3_1	8
a21oi_1	61
ha_1	32
a31oi_1	12
nand2b_1	9
a22oi_1	28
buf_4	94
xnor2_1	19
and3_1	12
edfxtp_1	112
nor2b_1	11
nand2_1	67
inv_1	34
mux4_2	17
nand3_1	24
xor2_1	14
nor2_1	77
o21ai_0	46
clkbuf_1	22
and2_1	8
==> where the power goes <==
| group | leakage (uW) | total [uW] | switching (uW) | internal (uW) |
|---|---|---|---|---|
| Clock | 0.000289 | 272 | 122 | 150 |
| Combinational | 0.00289 | 289 | 167 | 122 |
| Sequential | 0.00115 | 307 | 6.93 | 301 |
==> worst max-delay path by stage <==
stage,startpoint,end,slack (ns),cells past startpoint
4_1_cts,idata[13],d[15],2.49,40
5_1_grt,idata[13],d[15],1.58,41
6_report,idata[13],d[15],2.31,41
Power figures rest on the tool's default switching activity, not on a simulated workload.
